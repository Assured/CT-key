### ./run.sh
#!/bin/bash
# OpenROAD 26Q1-2900-gdf79404cd8, Yosys 0.63+post, stock flow scripts
make -C /OpenROAD-flow-scripts/flow DESIGN_CONFIG=/design/flow/config.mk WORK_HOME=/design/flow/orfs finish
### ./config.mk
export PLATFORM = sky130hd
export DESIGN_NAME = timer
export DESIGN_NICKNAME = timer
export VERILOG_FILES = /design/flow/design.v
export SDC_FILE = /design/flow/constraint.sdc
export NUM_CORES = 4
export LEC_CHECK = 1
export CORE_UTILIZATION = 30
### ./constraint.sdc
current_design timer

set clk_period 8.3
set clk_io_pct 0.2

create_clock -name clk0 -period $clk_period [get_ports {clk}]

set non_clock_inputs [all_inputs -no_clocks]
set_input_delay [expr $clk_period * $clk_io_pct] -clock clk0 $non_clock_inputs
set_output_delay [expr $clk_period * $clk_io_pct] -clock clk0 [all_outputs]
### ./design.v
`default_nettype none
module timer (
    input wire clk,
    input wire reset_n,
    input wire cs,
    input wire we,
    input  wire [ 7 : 0] address,
    input  wire [31 : 0] write_data,
    output wire [31 : 0] read_data,
    output wire          ready
);
  localparam ADDR_CTRL = 8'h08;
  localparam CTRL_START_BIT = 0;
  localparam CTRL_STOP_BIT = 1;
  localparam ADDR_STATUS = 8'h09;
  localparam STATUS_RUNNING_BIT = 0;
  localparam ADDR_PRESCALER = 8'h0a;
  localparam ADDR_TIMER = 8'h0b;
  reg  [31 : 0] prescaler_reg;
  reg           prescaler_we;
  reg  [31 : 0] timer_reg;
  reg           timer_we;
  reg           start_reg;
  reg           start_new;
  reg           stop_reg;
  reg           stop_new;
  reg  [31 : 0] tmp_read_data;
  reg           tmp_ready;
  wire          core_running;
  wire [31 : 0] core_curr_timer;
  assign read_data = tmp_read_data;
  assign ready     = tmp_ready;
  timer_core core (
      .clk(clk),
      .reset_n(reset_n),
      .prescaler_init(prescaler_reg),
      .timer_init(timer_reg),
      .start(start_reg),
      .stop(stop_reg),
      .curr_timer(core_curr_timer),
      .running(core_running)
  );
  always @(posedge clk) begin : reg_update
    if (!reset_n) begin
      start_reg     <= 1'h0;
      stop_reg      <= 1'h0;
      prescaler_reg <= 32'h0;
      timer_reg     <= 32'h0;
    end
    else begin
      start_reg <= start_new;
      stop_reg  <= stop_new;
      if (prescaler_we) begin
        prescaler_reg <= write_data;
      end
      if (timer_we) begin
        timer_reg <= write_data;
      end
    end
  end   
  always @* begin : api
    start_new     = 1'h0;
    stop_new      = 1'h0;
    prescaler_we  = 1'h0;
    timer_we      = 1'h0;
    tmp_read_data = 32'h0;
    tmp_ready     = 1'h0;
    if (cs) begin
      tmp_ready = 1'h1;
      if (we) begin
        if (address == ADDR_CTRL) begin
          start_new = write_data[CTRL_START_BIT];
          stop_new  = write_data[CTRL_STOP_BIT];
        end
        if (!core_running) begin
          if (address == ADDR_PRESCALER) begin
            prescaler_we = 1'h1;
          end
          if (address == ADDR_TIMER) begin
            timer_we = 1'h1;
          end
        end
      end
      else begin
        if (address == ADDR_STATUS) begin
          tmp_read_data[STATUS_RUNNING_BIT] = core_running;
        end
        if (address == ADDR_PRESCALER) begin
          tmp_read_data = prescaler_reg;
        end
        if (address == ADDR_TIMER) begin
          if (!core_running) begin
            tmp_read_data = timer_reg;
          end
          else begin
            tmp_read_data = core_curr_timer;
          end
        end
      end
    end
  end   
endmodule   
`default_nettype none
module timer_core (
    input wire clk,
    input wire reset_n,
    input wire [31 : 0] prescaler_init,
    input wire [31 : 0] timer_init,
    input wire          start,
    input wire          stop,
    output wire [31 : 0] curr_timer,
    output wire          running
);
  localparam CTRL_IDLE = 1'h0;
  localparam CTRL_RUNNING = 1'h1;
  reg [31 : 0] prescaler_reg;
  reg [31 : 0] prescaler_new;
  reg          prescaler_we;
  reg          prescaler_set;
  reg          prescaler_dec;
  reg [31 : 0] timer_reg;
  reg [31 : 0] timer_new;
  reg          timer_we;
  reg          timer_set;
  reg          timer_dec;
  reg          core_ctrl_reg;
  reg          core_ctrl_new;
  reg          core_ctrl_we;
  assign curr_timer = timer_reg;
  assign running    = core_ctrl_reg;
  always @(posedge clk) begin : reg_update
    if (!reset_n) begin
      prescaler_reg <= 32'h0;
      timer_reg     <= 32'h0;
      core_ctrl_reg <= CTRL_IDLE;
    end
    else begin
      if (prescaler_we) begin
        prescaler_reg <= prescaler_new;
      end
      if (timer_we) begin
        timer_reg <= timer_new;
      end
      if (core_ctrl_we) begin
        core_ctrl_reg <= core_ctrl_new;
      end
    end
  end   
  always @* begin : prescaler_ctr
    prescaler_new = 32'h0;
    prescaler_we  = 1'h0;
    if (prescaler_set) begin
      prescaler_new = prescaler_init;
      prescaler_we  = 1'h1;
    end
    else if (prescaler_dec) begin
      prescaler_new = prescaler_reg - 1'h1;
      prescaler_we  = 1'h1;
    end
  end
  always @* begin : timer_ctr
    timer_new = 32'h0;
    timer_we  = 1'h0;
    if (timer_set) begin
      timer_new = timer_init;
      timer_we  = 1'h1;
    end
    else if (timer_dec) begin
      timer_new = timer_reg - 1'h1;
      timer_we  = 1'h1;
    end
  end
  always @* begin : core_ctrl
    prescaler_set = 1'h0;
    prescaler_dec = 1'h0;
    timer_set     = 1'h0;
    timer_dec     = 1'h0;
    core_ctrl_new = CTRL_IDLE;
    core_ctrl_we  = 1'h0;
    case (core_ctrl_reg)
      CTRL_IDLE: begin
        if (start) begin
          prescaler_set = 1'h1;
          timer_set     = 1'h1;
          core_ctrl_new = CTRL_RUNNING;
          core_ctrl_we  = 1'h1;
        end
      end
      CTRL_RUNNING: begin
        if (stop) begin
          core_ctrl_new = CTRL_IDLE;
          core_ctrl_we  = 1'h1;
        end
        else begin
          if (prescaler_reg[31 : 1] == 0) begin   
            if (timer_reg[31 : 1] == 0) begin   
              core_ctrl_new = CTRL_IDLE;
              core_ctrl_we  = 1'h1;
            end
            else begin
              prescaler_set = 1'h1;
              timer_dec     = 1'h1;
            end
          end
          else begin
            prescaler_dec = 1'h1;
          end
        end
      end
      default: begin
      end
    endcase   
  end   
endmodule   
==> results.yml <==
# yosys + openroad results
global_routing:
  grt_pass1_wl_um: 34500
  grt_max_degree: 67
  gr-total-overflow: 0
  grt_pass1_vias: 6135
  antenna_found_initial: 0
  grt_usage_pct: 19.2
final_timing:
  drv_slew: 0
  fin_tns_setup_ps: 0
  clock.fmax_ghz: 0.191
  finalSetupViolations: 0
  final_hold_viol_count: 0
  finalCritPeriodShare_pct: 63.2
  finalCriticalPeriod_ps: 5240
  fin_ws_ps: 3060
  relSlewSlack_pct: 45.6
  fin_skew_ps: 7.23
  rsz0062_at_grt: "false"
  tightestPinTransition_ps: 814
clocking:
  cts_setup_buffers: 0
  cts_made_buffers: 17
  cts_tree: "done"
  postCtsHoldBufs: 0
  clockRootBuffer: "clkbuf_16"
  postCtsResizedCells: 0
  clkLatencyLatePin_ps: 410
  clock_path_buffers: 2
  htreeDepth: 4
  numClockSinks: 131
  clk_pin_slew_ps: 50
yosys:
  ys_ff: 131
  yosys_area_um2: 6840
  synth_area_um2: 6840
  synth-edff-count: 0
  synth_cell_type_count: 65
  avgSynthCellArea_um2: 7.70
  ys_seq_share_pct: 38.3
  syn_inst: 888
  ys.flop_type: "dfxtp_1"
  synth-async-reset-ratio_pct: 0
  ys_cells: 888
  synth_warnings: 2
placed_design:
  dp_hpwl_um: 14900
  dp_slack_ps: 3040
  dpl_cell_area_um2: 7850
  portBuffers: 76
  gp_congestion: 0.907
route:
  diodes: 0
  via_per_inst: 5.45
  drc: 0
  final_antenna_net_count: 0
  drtPass1Iterations: 5
  drtIter0Drc: 388
  vias: 6706
  wl_um: 22000
  routedWlPerCell_um: 17.9
die:
  initial_core_util_pct: 31.0
  die_y_um: 153
  core_um2: 22100
  die_w_um: 153
  num_rows: 54
  chipArea_um2: 23400
  io_pins: 77
worst_setup_path:
  r2r_slack_ps: 4630
  path_cells: "clkdlybuf4s50_1 -> nor3_1 -> nand4_1 -> nor2_1 -> nand2_1 -> buf_4 -> a211oi_1 -> clkdlybuf4s50_1"
  cp_max_fo: 31
  crit_path_start_kind: "primary input"
  worst_path_dominant_cell_family: "buffers and inverters"
  max_stage_delay_ps: 510
  worstSetupPathType: "primary input to primary output"
  worstPathArrival_ps: 3580
  end_kind: "primary output"
  critPathBufInv: 3
  required_ps: 6640
  worst-path-stages: 8
  cp-endpoint: "read_data[25]"
  cp_common_cell: "clkdlybuf4s50_1"
  rr_endpoint: "core.prescaler_reg[9]$_SDFFE_PN0P_"
  critical_path.slowest_cell: "clkdlybuf4s50_1"
  reg2reg_from: "core.timer_reg[8]$_SDFFE_PN0P_"
  rr_worst_depth: 6
  cp-startpoint: "address[5]"
pwr:
  pwr_density_cell_nw_per_um2: 157
  p_total_mw: 1.31
  leakage_nw: 2.79
  peakVddDrop_mv: 0.124
run:
  warning_count: 25
  maxCapViolations: 0
finish:
  area_growth_pct: 21.7
  postLayoutCoreUtil_pct: 37.7
  layout-drive-gt1-share_pct: 7.68
  stdcell_area_um2: 8330
hold_path:
  min-delay-path-class: "flop to flop"
outcome:
  status: "completed"
## worst reg2reg max path: stages, from the launching register on
cell	delay [ps]
dfxtp_1	370
or4_4	600
or3_1	590
or4_4	690
a21oi_4	690
nor2_2	230
a221o_1	400
## layout by cell type (no fill, tap or decap), types with 14 or more instances in the layout
cell type / synthesis / layout
a211oi_1: 31 / 31
a21oi_1: 109 / 109
a31oi_1: 14 / 14
buf_4: 2 / 19
clkbuf_16: 0 / 17
clkdlybuf4s50_1: 0 / 75
dfxtp_1: 131 / 130
mux2i_1: 31 / 31
nand2_1: 181 / 181
nor2_1: 67 / 67
nor3_1: 32 / 30
nor4_1: 18 / 18
o21ai_0: 29 / 29
or3_1: 15 / 15
## worst min path at each step
stage	from	endpoint	depth (start not counted)
final	core.prescaler_reg[20]$_SDFFE_PN0P_	core.prescaler_reg[20]$_SDFFE_PN0P_	2
after CTS	core.prescaler_reg[20]$_SDFFE_PN0P_	core.prescaler_reg[20]$_SDFFE_PN0P_	2
after global routing	timer_reg[26]$_SDFFE_PN0P_	timer_reg[26]$_SDFFE_PN0P_	2
## cell type report
class                   count  area [um2]
fillers                  2266       13800
multi-input cells         688        3950
flip-flops and latches    131        2620
repair buffers             95         898
clock buffers              19         433
well taps                 280         350
clock inverters             9        45.0
inverters                   8        30.0
## power by group
part	leakage, nW	switching [mW]	internal [mW]
registers	1.06	0.000233	0.629
logic	1.48	0.0289	0.0234
clock network	0.247	0.259	0.368
total	2.79	0.288	1.02
## cell families after synthesis
kind of cell / Yosys count / share of synthesized area [%]
flip-flops: 131 / 38.3
XOR/XNOR: 17 / 2.18
AND/OR/NAND/NOR: 374 / 25.4
buffers and inverters: 69 / 4.15
AND-OR/OR-AND: 264 / 25.0
multiplexers: 31 / 4.54
adder cells (fa/ha/maj): 2 / 0.366
## synthesized netlist by cell type (all sizes together) (2+ instances only)
master	number	area [um2]
o211ai	13	97.6
a32oi	2	17.5
nor2b	6	37.5
xor2	4	35.0
nand2	181	679
a211oi	32	245
or3	16	105
a21o	6	45.0
inv	7	26.3
o22ai	3	18.8
nor2	68	258
nand3	13	65.1
o31a	3	26.3
dfxtp	131	2620
or2	6	37.5
a22o	3	26.3
o31ai	6	55.1
a221o	3	30.0
mux2i	31	310
a31oi	14	87.6
o21ai	31	155
a22oi	11	82.6
o311ai	2	17.5
or4b	3	30.0
nand4	6	43.8
clkbuf	54	203
and4	2	17.5
o21a	10	75.1
o41ai	2	36.3
or4	10	86.3
a2bb2oi	4	35.0
a21oi	110	562
a221oi	2	17.5
buf	7	51.3
nor4	19	134
o211a	2	20.0
xnor2	13	114
and2	4	25.0
ha	2	25.0
nand2b	4	25.0
nor3	33	170
## stage by stage
step | cells | hold WS [ps]
floorplan | 888 | 436
global placement | 1202 | 450
detailed placement | 1202 | 455
CTS | 1230 | 462
global route | 1230 | 483
finish | 1230 | 457
## routing by layer
| layer | routed length [um] | GRT usage [%] | vias up |
|---|---|---|---|
| met3 | 1680 | 5.03 | 23 |
| met2 | 9200 | 27.7 | 231 |
| li1 | - | - | 3316 |
| met5 | 0 | 0 | - |
| met1 | 10700 | 29.3 | 3136 |
| met4 | 416 | 3.70 | 0 |
Power figures rest on the tool's default switching activity, not on a simulated workload.
